--- config.mk ---
export PLATFORM = sky130hd
export DESIGN_NAME = sram_8bit_1024
export DESIGN_NICKNAME = sram_8bit_1024
export VERILOG_FILES = /design/flow/design.v
export SDC_FILE = /design/flow/constraint.sdc
export NUM_CORES = 4
export LEC_CHECK = 1
export CORE_UTILIZATION = 30
export SYNTH_MEMORY_MAX_BITS = 65536
--- constraint.sdc ---
current_design sram_8bit_1024

set clk_period 62.0
set clk_io_pct 0.2

create_clock -name clk0 -period $clk_period [get_ports {clk}]

set non_clock_inputs [all_inputs -no_clocks]
set_input_delay [expr $clk_period * $clk_io_pct] -clock clk0 $non_clock_inputs
set_output_delay [expr $clk_period * $clk_io_pct] -clock clk0 [all_outputs]
--- design.v ---
`timescale 1ns / 1ps
module sram_8bit_1024 ( 
	input clk,  
	input wr_en, rd_en, 
	input [9:0] addr,
	inout [7:0] data  
	);
	reg [7:0] mem [0:1023];  
	always @(posedge clk) begin
		if (wr_en)  mem[addr] <= data;
	end
	assign data = rd_en ? mem[addr] : 'bz;  
endmodule
--- run.sh ---
#!/bin/bash
# OpenROAD 26Q1-2900-gdf79404cd8, Yosys 0.63+post, stock flow scripts
make -C /OpenROAD-flow-scripts/flow DESIGN_CONFIG=/design/flow/config.mk WORK_HOME=/design/flow/orfs finish
==> Slide: Implementation Results <==
Key Metrics from the Run

Run status
  – Stopped at: clock tree synthesis
  – Status: did not finish
  – Log Error: [error] [KeplerFormal.cpp:679] Workflow failed: Iso has multiple drivers: .data2, place1253.X0

Synth
  – Library cells used by synthesis: 58
  – Commonest flop: edfxtp_1
  – Async set-reset flop share out of synthesis: 0%
  – Top cells, area: edfxtp_1 78%, mux2i_1 8.5%, mux4_2 5.3%, o22ai_1 2.2%, nor2_1 1.6%
  – Mapped cell area: 0.316 mm2
  – Avg Synthesized Cell Area: 19.0 um2
  – #FFs+latches synth: 8192
  – Top cell area share: 77.8%
  – Area leader, netlist: edfxtp_1
  – Sequential area share after synthesis: 77.8%
  – Post-synth area from yosys stat: 0.316 mm2
  – Post-synth EDFFs: 8192
  – Yosys warning count: 2
  – Post-Synthesis Cells: 16700
  – Ys cells: 16700
  – Yosys top cell by instances: edfxtp_1
  – Top cells by count: 8192 x edfxtp_1, 2684 x mux2i_1, 1384 x nor2_1

Clock tree
  – H-tree depth: 6
  – Bufs on Longest Clock Path: 4
  – Post CTS Setup Buffer Count: 0
  – CTS Hold Bufs: 0
  – Post-cts resize count: 0
  – CTS root buf: clkbuf_16
  – Cts bufs inserted: 795
  – Sink Count: 8192

Place
  – Cell count after placement: 30200
  – PortBufs: 11
  – Detail Placement HPWL: 550000 um
  – Placer Congestion: 0.890

Floorplanning
  – Chip width: 1030 um
  – Std cell rows: 376
  – Die Ht: 1030 um
  – Initial Util: 30.1%
  – I/O Pins: 21
==> kinds of logic after synthesis <==
logic type,Yosys count,share of synthesized area (%)
AND-OR/OR-AND,1817,3.79
buffers and inverters,1083,1.62
flip-flops,8192,77.8
multiplexers,3447,13.9
AND/OR/NAND/NOR,2117,2.87
==> per-stage QoR <==
step	worst slack, ps	instance area, um2
2_1_floorplan	19700	316000
3_3_place_gp	27620	335000
3_5_place_dp	27630	335000
